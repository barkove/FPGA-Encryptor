**/design/flow/design.v**
```verilog
`timescale 1ns / 1ps
module cd_unit #(
  parameter TDATA_WIDTH     = 64,
  parameter K_WIDTH         = 32,
  parameter R_WIDTH         = 32,
  parameter SHIFT_VAL       = 11
)(
  input                              clk_i,
  input      [K_WIDTH - 1 : 0]       key_i,
  input                              ss_aresetn_i,
  input                              ss_tvalid_i,
  input      [TDATA_WIDTH - 1 : 0]   ss_tdata_i,
  output                             ss_tready_o,
  output                             sm_aresetn_o,
  output                             sm_tvalid_o,
  output     [TDATA_WIDTH - 1 : 0]   sm_tdata_o,  
  input                              sm_tready_i
);
wire [R_WIDTH - 1 : 0]        r_arg;
wire [R_WIDTH - 1 : 0]        r_res;
wire [R_WIDTH - 1 : 0]        shift_r_res;
reg  [TDATA_WIDTH - 1 : 0]    in_block;
reg                           is_valid_in_block;
reg                           in_block_chk;
reg                           sm_tdata_o_chk;
replacer #(
  .R_WIDTH ( R_WIDTH )
) replacer_0 (
  .data_i  ( r_arg   ),
  .data_o  ( r_res   )
);
assign r_arg        =    in_block[R_WIDTH - 1 : 0] + key_i[K_WIDTH - 1 : 0];
assign shift_r_res  =  ( r_res << SHIFT_VAL ) | ( ( ( ~0 << ( R_WIDTH - SHIFT_VAL ) ) & r_res ) >> ( R_WIDTH - SHIFT_VAL ) );
assign sm_tdata_o   =  { in_block[R_WIDTH - 1 : 0],  in_block[TDATA_WIDTH - 1 : R_WIDTH] ^ shift_r_res };
assign sm_aresetn_o =    ss_aresetn_i;
assign ss_tready_o  =  ( !is_valid_in_block ) || ( sm_tvalid_o && sm_tready_i ); 
assign sm_tvalid_o  = !( in_block_chk ^ sm_tdata_o_chk ) && is_valid_in_block;
initial 
  begin
    in_block_chk      = 0;
    sm_tdata_o_chk    = 0;
  end
always @( in_block )
  in_block_chk <= ~in_block_chk;
always @( sm_tdata_o )
  sm_tdata_o_chk <= ~sm_tdata_o_chk;
always @( posedge clk_i or negedge ss_aresetn_i )
  if ( !ss_aresetn_i )
    is_valid_in_block <= 0;
  else
    if ( ss_tvalid_i && ss_tready_o )
      is_valid_in_block <= 1;
    else
      if ( sm_tvalid_o && sm_tready_i )
        is_valid_in_block <= 0;
always @( posedge clk_i or negedge ss_aresetn_i )
  if ( !ss_aresetn_i )
    in_block <= 0;
  else 
    if ( ss_tvalid_i && ss_tready_o )
        in_block <= ss_tdata_i;
endmodule
`timescale 1ns / 1ps
module coder #(
  parameter STAGES_QUANTITY = 32,
  parameter TDATA_WIDTH     = 64,
  parameter KEY_WIDTH       = 256,
  parameter K_WIDTH         = 32,
  parameter R_WIDTH         = 32
)(
  input                              clk_i,
  input                              ss_aresetn_i,
  input                              ss_tvalid_i,
  input      [TDATA_WIDTH - 1 : 0]   ss_tdata_i,
  output                             ss_tready_o,
  output                             sm_aresetn_o,
  output                             sm_tvalid_o,
  output     [TDATA_WIDTH - 1 : 0]   sm_tdata_o,  
  input                              sm_tready_i
);
wire                          aresetn_h  [0 : STAGES_QUANTITY - 2];
wire                          tvalid_h   [0 : STAGES_QUANTITY - 2];
wire  [TDATA_WIDTH - 1 : 0]   tdata_h    [0 : STAGES_QUANTITY - 2];
wire                          tready_h   [0 : STAGES_QUANTITY - 2];
reg   [KEY_WIDTH - 1 : 0] key; 
cd_unit #(
  .TDATA_WIDTH   ( TDATA_WIDTH                      ),
  .K_WIDTH       ( K_WIDTH                          ),
  .R_WIDTH       ( R_WIDTH                          )
) cd_unit_i (
  .clk_i         ( clk_i                            ),
  .key_i         ( key            [K_WIDTH - 1 : 0] ),
  .ss_aresetn_i  ( ss_aresetn_i                     ),
  .ss_tvalid_i   ( ss_tvalid_i                      ),
  .ss_tdata_i    ( ss_tdata_i                       ),
  .ss_tready_o   ( ss_tready_o                      ),
  .sm_aresetn_o  ( aresetn_h      [0]               ),
  .sm_tvalid_o   ( tvalid_h       [0]               ),
  .sm_tdata_o    ( tdata_h        [0]               ),  
  .sm_tready_i   ( tready_h       [0]               )
);
generate
  genvar j;
    for ( j = 1; j < STAGES_QUANTITY - 1; j = j + 1 )
      begin: conveyor_gen
        cd_unit #(
          .TDATA_WIDTH   ( TDATA_WIDTH                                                               ),
          .K_WIDTH       ( K_WIDTH                                                                   ),
          .R_WIDTH       ( R_WIDTH                                                                   )
        ) cd_unit_h (
          .clk_i         ( clk_i                                                                     ),
          .key_i         ( j < 24 ? key[( j % 8 + 1 ) * K_WIDTH - 1 : ( j % 8         ) * K_WIDTH] : 
                                    key[( 8 - j % 8 ) * K_WIDTH - 1 : ( 8 - j % 8 - 1 ) * K_WIDTH]   ),
          .ss_aresetn_i  ( aresetn_h   [j - 1]                                                       ),
          .ss_tvalid_i   ( tvalid_h    [j - 1]                                                       ),
          .ss_tdata_i    ( tdata_h     [j - 1]                                                       ),
          .ss_tready_o   ( tready_h    [j - 1]                                                       ),
          .sm_aresetn_o  ( aresetn_h   [j]                                                           ),
          .sm_tvalid_o   ( tvalid_h    [j]                                                           ),
          .sm_tdata_o    ( tdata_h     [j]                                                           ),  
          .sm_tready_i   ( tready_h    [j]                                                           )
        );
      end  
endgenerate
cd_unit #(
  .TDATA_WIDTH   (   TDATA_WIDTH                                                            ),
  .K_WIDTH       (   K_WIDTH                                                                ),
  .R_WIDTH       (   R_WIDTH                                                                )
) cd_unit_o (
  .clk_i         (   clk_i                                                                  ),
  .key_i         (   key           [K_WIDTH - 1 : 0]                                        ),
  .ss_aresetn_i  (   aresetn_h     [STAGES_QUANTITY - 2]                                    ),
  .ss_tvalid_i   (   tvalid_h      [STAGES_QUANTITY - 2]                                    ),
  .ss_tdata_i    (   tdata_h       [STAGES_QUANTITY - 2]                                    ),
  .ss_tready_o   (   tready_h      [STAGES_QUANTITY - 2]                                    ),
  .sm_aresetn_o  (   sm_aresetn_o                                                           ),
  .sm_tvalid_o   (   sm_tvalid_o                                                            ),
  .sm_tdata_o    ( { sm_tdata_o  [R_WIDTH - 1 : 0], sm_tdata_o[TDATA_WIDTH - 1 : R_WIDTH] } ),  
  .sm_tready_i   (   sm_tready_i                                                            )
);
initial
  begin
    key[31 : 0]    = 32'h69969669;
    key[63 : 32]   = 32'h96696996;
    key[95 : 64]   = 32'h96696996;
    key[127 : 96]  = 32'h69969669;
    key[159 : 128] = 32'h96696996;
    key[191 : 160] = 32'h69969669;
    key[223 : 192] = 32'h69969669;
    key[255 : 224] = 32'h96696996;
  end
endmodule
`timescale 1ns / 1ps
module replacer #(
  parameter R_WIDTH = 32
)(  
  input      [R_WIDTH - 1 : 0] data_i,
  output reg [R_WIDTH - 1 : 0] data_o 
);
always @( * )
  case ( data_i[3 : 0] )
    4'h0: data_o[3 : 0] = 4'hc;
    4'h1: data_o[3 : 0] = 4'h4;
    4'h2: data_o[3 : 0] = 4'h6;
    4'h3: data_o[3 : 0] = 4'h2;
    4'h4: data_o[3 : 0] = 4'ha;
    4'h5: data_o[3 : 0] = 4'h5;
    4'h6: data_o[3 : 0] = 4'hb;
    4'h7: data_o[3 : 0] = 4'h9;
    4'h8: data_o[3 : 0] = 4'he;
    4'h9: data_o[3 : 0] = 4'h8;
    4'ha: data_o[3 : 0] = 4'hd;
    4'hb: data_o[3 : 0] = 4'h7;
    4'hc: data_o[3 : 0] = 4'h0;
    4'hd: data_o[3 : 0] = 4'h3;
    4'he: data_o[3 : 0] = 4'hf;
    4'hf: data_o[3 : 0] = 4'h1;
  endcase
always @( * )
  case ( data_i[7 : 4] )
    4'h0: data_o[7 : 4] = 4'h6;
    4'h1: data_o[7 : 4] = 4'h8;
    4'h2: data_o[7 : 4] = 4'h2;
    4'h3: data_o[7 : 4] = 4'h3;
    4'h4: data_o[7 : 4] = 4'h9;
    4'h5: data_o[7 : 4] = 4'ha;
    4'h6: data_o[7 : 4] = 4'h5;
    4'h7: data_o[7 : 4] = 4'hc;
    4'h8: data_o[7 : 4] = 4'h1;
    4'h9: data_o[7 : 4] = 4'he;
    4'ha: data_o[7 : 4] = 4'h4;
    4'hb: data_o[7 : 4] = 4'h7;
    4'hc: data_o[7 : 4] = 4'hb;
    4'hd: data_o[7 : 4] = 4'hd;
    4'he: data_o[7 : 4] = 4'h0;
    4'hf: data_o[7 : 4] = 4'hf;
  endcase
always @( * )
  case ( data_i[11 : 8] )
    4'h0: data_o[11 : 8] = 4'hb;
    4'h1: data_o[11 : 8] = 4'h3;
    4'h2: data_o[11 : 8] = 4'h5;
    4'h3: data_o[11 : 8] = 4'h8;
    4'h4: data_o[11 : 8] = 4'h2;
    4'h5: data_o[11 : 8] = 4'hf;
    4'h6: data_o[11 : 8] = 4'ha;
    4'h7: data_o[11 : 8] = 4'hd;
    4'h8: data_o[11 : 8] = 4'he;
    4'h9: data_o[11 : 8] = 4'h1;
    4'ha: data_o[11 : 8] = 4'h7;
    4'hb: data_o[11 : 8] = 4'h4;
    4'hc: data_o[11 : 8] = 4'hc;
    4'hd: data_o[11 : 8] = 4'h9;
    4'he: data_o[11 : 8] = 4'h6;
    4'hf: data_o[11 : 8] = 4'h0;
  endcase
always @( * )
  case ( data_i[15 : 12] )
    4'h0: data_o[15 : 12] = 4'hc;
    4'h1: data_o[15 : 12] = 4'h8;
    4'h2: data_o[15 : 12] = 4'h2;
    4'h3: data_o[15 : 12] = 4'h1;
    4'h4: data_o[15 : 12] = 4'hd;
    4'h5: data_o[15 : 12] = 4'h4;
    4'h6: data_o[15 : 12] = 4'hf;
    4'h7: data_o[15 : 12] = 4'h6;
    4'h8: data_o[15 : 12] = 4'h7;
    4'h9: data_o[15 : 12] = 4'h0;
    4'ha: data_o[15 : 12] = 4'ha;
    4'hb: data_o[15 : 12] = 4'h5;
    4'hc: data_o[15 : 12] = 4'h3;
    4'hd: data_o[15 : 12] = 4'he;
    4'he: data_o[15 : 12] = 4'h9;
    4'hf: data_o[15 : 12] = 4'hb;
  endcase
always @( * )
  case ( data_i[19 : 16] )
    4'h0: data_o[19 : 16] = 4'h7;
    4'h1: data_o[19 : 16] = 4'hf;
    4'h2: data_o[19 : 16] = 4'h5;
    4'h3: data_o[19 : 16] = 4'ha;
    4'h4: data_o[19 : 16] = 4'h8;
    4'h5: data_o[19 : 16] = 4'h1;
    4'h6: data_o[19 : 16] = 4'h6;
    4'h7: data_o[19 : 16] = 4'hd;
    4'h8: data_o[19 : 16] = 4'h0;
    4'h9: data_o[19 : 16] = 4'h9;
    4'ha: data_o[19 : 16] = 4'h3;
    4'hb: data_o[19 : 16] = 4'he;
    4'hc: data_o[19 : 16] = 4'hb;
    4'hd: data_o[19 : 16] = 4'h4;
    4'he: data_o[19 : 16] = 4'h2;
    4'hf: data_o[19 : 16] = 4'hc;
  endcase
always @( * )
  case ( data_i[23 : 20] )
    4'h0: data_o[23 : 20] = 4'h5;
    4'h1: data_o[23 : 20] = 4'hd;
    4'h2: data_o[23 : 20] = 4'hf;
    4'h3: data_o[23 : 20] = 4'h6;
    4'h4: data_o[23 : 20] = 4'h9;
    4'h5: data_o[23 : 20] = 4'h2;
    4'h6: data_o[23 : 20] = 4'hc;
    4'h7: data_o[23 : 20] = 4'ha;
    4'h8: data_o[23 : 20] = 4'hb;
    4'h9: data_o[23 : 20] = 4'h7;
    4'ha: data_o[23 : 20] = 4'h8;
    4'hb: data_o[23 : 20] = 4'h1;
    4'hc: data_o[23 : 20] = 4'h4;
    4'hd: data_o[23 : 20] = 4'h3;
    4'he: data_o[23 : 20] = 4'he;
    4'hf: data_o[23 : 20] = 4'h0;
  endcase
always @( * )
  case ( data_i[27 : 24] )
    4'h0: data_o[27 : 24] = 4'h8;
    4'h1: data_o[27 : 24] = 4'he;
    4'h2: data_o[27 : 24] = 4'h2;
    4'h3: data_o[27 : 24] = 4'h5;
    4'h4: data_o[27 : 24] = 4'h6;
    4'h5: data_o[27 : 24] = 4'h9;
    4'h6: data_o[27 : 24] = 4'h1;
    4'h7: data_o[27 : 24] = 4'hc;
    4'h8: data_o[27 : 24] = 4'hf;
    4'h9: data_o[27 : 24] = 4'h4;
    4'ha: data_o[27 : 24] = 4'hb;
    4'hb: data_o[27 : 24] = 4'h0;
    4'hc: data_o[27 : 24] = 4'hd;
    4'hd: data_o[27 : 24] = 4'ha;
    4'he: data_o[27 : 24] = 4'h3;
    4'hf: data_o[27 : 24] = 4'h7;
  endcase
always @( * )
  case ( data_i[31 : 28] )
    4'h0: data_o[31 : 28] = 4'h1;
    4'h1: data_o[31 : 28] = 4'h7;
    4'h2: data_o[31 : 28] = 4'he;
    4'h3: data_o[31 : 28] = 4'hd;
    4'h4: data_o[31 : 28] = 4'h0;
    4'h5: data_o[31 : 28] = 4'h5;
    4'h6: data_o[31 : 28] = 4'h8;
    4'h7: data_o[31 : 28] = 4'h3;
    4'h8: data_o[31 : 28] = 4'h4;
    4'h9: data_o[31 : 28] = 4'hf;
    4'ha: data_o[31 : 28] = 4'ha;
    4'hb: data_o[31 : 28] = 4'h6;
    4'hc: data_o[31 : 28] = 4'h9;
    4'hd: data_o[31 : 28] = 4'hc;
    4'he: data_o[31 : 28] = 4'hb;
    4'hf: data_o[31 : 28] = 4'h2;
  endcase
endmodule
```
**/design/flow/run.sh**
```bash
#!/bin/bash
# OpenROAD 26Q1-2900-gdf79404cd8, Yosys 0.63+post, stock flow scripts
make -C /OpenROAD-flow-scripts/flow DESIGN_CONFIG=/design/flow/config.mk WORK_HOME=/design/flow/orfs finish
```
**/design/flow/config.mk**
```make
export PLATFORM = sky130hd
export DESIGN_NAME = coder
export DESIGN_NICKNAME = coder
export VERILOG_FILES = /design/flow/design.v
export SDC_FILE = /design/flow/constraint.sdc
export NUM_CORES = 4
export LEC_CHECK = 1
export CORE_UTILIZATION = 30
export SYNTH_MEMORY_MAX_BITS = 65536
```
**/design/flow/constraint.sdc**
```tcl
current_design coder

set clk_period 9.8
set clk_io_pct 0.2

create_clock -name clk0 -period $clk_period [get_ports {clk_i}]

set non_clock_inputs [all_inputs -no_clocks]
set_input_delay [expr $clk_period * $clk_io_pct] -clock clk0 $non_clock_inputs
set_output_delay [expr $clk_period * $clk_io_pct] -clock clk0 [all_outputs]
```
==> results.json <==
{
  "dieArea_sq_mm": 0.514,
  "hold_class": "flop to flop",
  "antenna_found_initial": 4,
  "drtIter0Drc": 7418,
  "h-tree-depth": 5,
  "critPathMaxStageDelay_ns": 0.49,
  "final_hold_viol_count": 0,
  "cp-end-kind": "output pin",
  "wire_per_inst_um": 16.3,
  "topCellsByArea": "dfrtp_1 (34%), ha_1 (11%), xnor2_1 (6.8%)",
  "cp.arrival_ns": 5.85,
  "clk_latency_ns": 0.94,
  "dp_hpwl_mm": 287,
  "finClkSkew_ns": 0.105,
  "slew_viol_final": 0,
  "numSynthFlops": 2080,
  "cp.buffers_inverters": 5,
  "port_buffers": 134,
  "cap_viol_max_count": 0,
  "report.final.setup_viol": 0,
  "cp_max_fo": 9,
  "fillCellCount": 50800,
  "vias_per_cell": 4.86,
  "cts_tree": "built",
  "clock_path_buffers": 4,
  "synth_warnings": 67,
  "cts-root-buf": "clkbuf_16",
  "remaining_drc_errors": 0,
  "slew_headroom_pct": 35.2,
  "async_flop_share_pct": 100,
  "overflow": 0,
  "syn_inst": 16600,
  "crit_type": "primary input to output pin",
  "layout-drive-gt1-share_pct": 11.0,
  "ys_area_sq_mm": 0.153,
  "worstPathRequired_ns": 7.84,
  "wl_mm": 378,
  "path_delay_family": "simple AND/OR/NAND/NOR gates",
  "pre_cts_slack_ns": 1.91,
  "ys_seq_share_pct": 33.9,
  "coreArea_sq_mm": 0.509,
  "syn2layout_area_growth_pct": 10.8,
  "avgSynthCellArea_sq_um": 9.24,
  "whs_path_depth": 2,
  "setup_tns_ns": 0,
  "edf_count": 0,
  "gp_congestion": 0.893,
  "grt_use_total_pct": 14.9,
  "synth.largest_area_cell": "dfrtp_1",
  "crit_slowest_cell": "clkdlybuf4s50_1",
  "critPathLaunchType": "primary input",
  "die_h_um": 717,
  "post-route-period-util_pct": 79.6,
  "crit_chain": "clkdlybuf4s50_1, nand4b_2, nor4_2, buf_4, nand4_1, buf_4, nor4_2, buf_4, nand4_1, nor2_1, nand3_1, clkdlybuf4s50_1",
  "flop_cell": "dfrtp_1",
  "grt_pass1_wl_mm": 605,
  "top_cell_area_share_pct": 33.9,
  "rr_worst_depth": 12,
  "finalInstanceArea_sq_mm": 0.170,
  "fp_util_pct": 30.1,
  "clk_pin_slew_ns": 0.05,
  "crit_top_cell": "buf_4",
  "common_cells": "nand2_1 (2509), dfrtp_1 (2080), o21ai_0 (1708)",
  "fin_ws_ns": 1.99,
  "cts_sinks": 2080,
  "cts_buffers": 263,
  "dr_total_vias": 113000,
  "hold_buffers": 0,
  "yosys_cells": 16600,
  "post_cts_buffers": 0,
  "log.warning_count": 1037,
  "synth_area_sq_mm": 0.153,
  "top_cell": "nand2_1",
  "fp-row-count": 262,
  "finalCoreUtilization_pct": 33.4,
  "die_x_um": 717,
  "synth.distinct_cells": 124,
  "status": "finished, final reports clean",
  "worst_pin_slew_ns": 0.965,
  "cts_resized": 0,
  "rsz0062_at_grt": "no",
  "period_minus_slack_ns": 7.81,
  "grt_start_max_net_pins": 123,
  "place_area_sq_mm": 0.161,
  "dr.pass1.iters": 6,
  "path_depth": 12,
  "ant_nets": 0,
  "grt_pass1_vias": 106000,
  "io_pins": 135,
  "max_freq_mhz": 128
}
final timing paths:
| path | end | slack (ns) | start |
|---|---|---|---|
| min reg2reg | conveyor_gen[19].cd_unit_h.in_block[43]$_DFFE_PN0P_ | 0.49 | conveyor_gen[19].cd_unit_h.in_block[43]$_DFFE_PN0P_ |
| min | conveyor_gen[19].cd_unit_h.in_block[43]$_DFFE_PN0P_ | 0.49 | conveyor_gen[19].cd_unit_h.in_block[43]$_DFFE_PN0P_ |
| max in group asynchronous | conveyor_gen[3].cd_unit_h.in_block[15]$_DFFE_PN0P_ | 5.02 | ss_aresetn_i |
| max reg2reg | cd_unit_i.in_block[27]$_DFFE_PN0P_ | 4.91 | conveyor_gen[22].cd_unit_h.is_valid_in_block$_DFFE_PN0P_ |
| max | ss_tready_o | 1.99 | sm_tready_i |
| min in group asynchronous | cd_unit_o.in_block[62]$_DFFE_PN0P_ | 0.96 | ss_aresetn_i |
worst register-to-register path, cell delays in order (launching register included):
cell and delay (ns):
dfrtp_1 0.39, nand3_1 0.36, nor4_1 0.48, nand4_1 0.20
buf_4 0.25, nor4_2 0.33, buf_4 0.20, nand4_1 0.42
nor2_1 0.41, nand3_1 0.28, nand2_2 0.34, buf_4 0.62
mux2_2 0.48
cells in the final DEF (no fill, tap or decap), drive strengths merged, types with 172 or more instances in the layout:
cell type	n
a211oi	172
a21oi	625
clkbuf	343
dfrtp	2080
ha	1312
inv	1192
mux2	745
mux2i	511
mux4	334
nand2	2510
nor2	742
nor3	189
o21ai	1741
xnor2	1205
xor2	742
metal layers:
metal / share of wire (%) / global-route usage [%] / vias to the layer above
met1: 48 / 22.8 / 54300
met2: 45 / 23.0 / 1972
li1: - / - / 56300
met5: 0.0034 / 0 / -
met4: 2.4 / 3.07 / 2
met3: 4.7 / 2.21 / 492
state kept, by name, summed over array words and instances (netlist names):
register / cells
conveyor_gen.cd_unit_h.in_block: 1920
conveyor_gen.cd_unit_h.is_valid_in_block: 30
cd_unit_i.in_block: 64
cd_unit_o.is_valid_in_block: 1
cd_unit_i.is_valid_in_block: 1
cd_unit_o.in_block: 64
metrics by stage:
step / hold WS [ns] / cells
finish: 0.493 / 23200
global route: 0.518 / 23200
CTS: 0.498 / 23200
detailed placement: 0.483 / 22800
global placement: 0.478 / 22800
floorplan: 0.449 / 16600
final cells by class:
cell class / count / area (sq um) / share of cell area [%]
tap: 6732 / 8420 / 4.95
antenna: 2 / 5.00 / 0.00294
timing repair buffer: 231 / 2110 / 1.24
clock buffer: 343 / 7320 / 4.30
clock inverter: 123 / 1720 / 1.01
inverter: 1173 / 4400 / 2.59
multi-input combinational: 12600 / 94000 / 55.3
sequential: 2080 / 52000 / 30.6
cells by family (layout without fill, tap and decap cells):
group	count (synthesis)	in the layout	synth area share, %
compound gates	3473	3473	13.6
xor+xnor	1947	1947	11.2
fa+ha+maj	1330	1330	10.8
buf+inv	1949	1870	4.95
flops	2080	2080	33.9
mux	1590	1590	13.7
other cells	0	2	0
simple gates	4221	4221	11.8
